==> /design/flow/design.v <==
module ExceptionHandler(clk, pc_change,overflow, bad_inst, AddressErrorout,  AddressErrorin, address, pc, Int, pc_get_inst,B_C,Except,badAddress,badpc,cause,state);
input [31:0] pc,address,pc_get_inst;
input overflow,AddressErrorout, AddressErrorin, bad_inst, clk, pc_change, Int;
input [1:0]B_C;
output reg Except;
output reg[31:0] badpc,badAddress,cause,state;
wire pc_error, Int;
assign pc_error  =  pc_get_inst[1:0] != 2'b00;
reg have_branch;
always@(posedge clk)
begin
have_branch <= pc_change;
end
initial begin
  Except = 1'b0;
end
always@(*)
begin
Except = B_C[1] | AddressErrorout |overflow| AddressErrorin|pc_error| bad_inst| Int;
if(Except)
begin
case({B_C})
2'b10:    begin cause   = {have_branch,24'b0 ,5'b01001,2'b00};        state   =   32'h00400002;     badpc =  have_branch ? pc-4: pc;      badAddress = address;                                  end     
2'b11 :    begin  cause  = {have_branch,24'b0 ,5'b01000,2'b00};        state   = 32'h00400002;      badpc = have_branch ? pc-4: pc;       badAddress = address;                                       end    
2'b00 :  begin
                if(AddressErrorout)begin   cause   = {have_branch,24'b0 ,5'b00101,2'b00};        state   = 32'h00400002;    badpc =  have_branch ? pc-4: pc;      badAddress = address;  end
                else if(overflow)  begin   cause   = {have_branch,24'b0 ,5'b01100,2'b00};        state   = 32'h00400002;  badpc =  have_branch ? pc-4: pc;      badAddress = address;    end
                else if(bad_inst)  begin   cause   = {have_branch,24'b0 ,5'b01010,2'b00};        state   = 32'h00400002;   badpc =  have_branch ? pc-4: pc;      badAddress = address;   end
                else if(AddressErrorin) begin cause   = {have_branch,24'b0 ,5'b00100,2'b00};        state   = 32'h00400002; badpc =  have_branch ? pc-4: pc;      badAddress = address;   end
                else if(pc_error)begin cause   = {25'b0 ,5'b00100,2'b00};        state   = 32'h00400002;  badpc =  pc;      badAddress = pc_get_inst;   end
                else if(Int)begin cause   = {have_branch,24'b0 ,5'b00000,2'b00};        state   = 32'h0040ff03;  badpc = pc;  badAddress = address; end
                end
endcase
end
end
endmodule
==> /design/flow/run.sh <==
#!/bin/bash
# OpenROAD 26Q1-2900-gdf79404cd8, Yosys 0.63+post, stock flow scripts
make -C /OpenROAD-flow-scripts/flow DESIGN_CONFIG=/design/flow/config.mk WORK_HOME=/design/flow/orfs finish
==> /design/flow/config.mk <==
export PLATFORM = sky130hd
export DESIGN_NAME = ExceptionHandler
export DESIGN_NICKNAME = ExceptionHandler
export VERILOG_FILES = /design/flow/design.v
export SDC_FILE = /design/flow/constraint.sdc
export NUM_CORES = 4
export LEC_CHECK = 1
export CORE_AREA = 10 10 133 133
export DIE_AREA = 0 0 143 143
==> /design/flow/constraint.sdc <==
current_design ExceptionHandler

set clk_period 1.0
set clk_io_pct 0.2

create_clock -name clk0 -period $clk_period [get_ports {clk}]

set non_clock_inputs [all_inputs -no_clocks]
set_input_delay [expr $clk_period * $clk_io_pct] -clock clk0 $non_clock_inputs
set_output_delay [expr $clk_period * $clk_io_pct] -clock clk0 [all_outputs]
==> impl_metrics.ini <==
; synthesis and place-and-route metrics
[outcome]
status = completed

[final_timing]
setup_viol = 0
fmaxAchievable_ghz = 1.02
finalCriticalPeriod_ns = 0.982
final_max_slew_viol_count = 0
rsz0062_at_grt = no
holdWs_ns = 0.650
untimed_endpoints = 148
hold_violations = 0
fin_crit_sh_pct = 98.2
finalWorstSetupSlack_ns = 0.0180
final.setup.tns_ns = 0
tightest_slew_ns = 0.742
slew_headroom_pct = 50.5
unclocked_pins = 70

[power]
p_int_mw = 0.781
p_comb_share_pct = 78.2
switchingPower_mw = 0.295
ir_drop_v = 0.000176
swShare_pct = 27.4
p_per_area_nw_per_um2 = 235
cellLeakagePower_nw = 1.99
clkPwrFrac_pct = 0
seq_power_share_pct = 21.8

[final_layout]
nFillCells = 1507
area_growth_pct = 70.9
drive_above_1_share_pct = 13.0
layout_top_cells = 174 x clkdlybuf4s50_1, 70 x dlxtn_1, 50 x conb_1
fin_area_um2 = 4580
final_cells = 652
lay_top_count = clkdlybuf4s50_1

[setup_path]
critPathLaunchType = input pin
path_class = input pin to output pin
critPathMaxFanout = 2
crit_required_ns = 0.80
end_kind = output pin
crit_arrival_ns = 0.78

[flow_run]
maxCapViolCount = 0
warnings = 31

[clock_network]
clk_pin_slew_ns = 0
hold_buffers = 0

[routing]
wirelength_um = 9570
via_count = 2452
wl_per_cell_um = 14.7
drc = 0
drt-pass1-iter-count = 4
drt-initial-drc-count = 56
ant_nets = 0
vias_per_cell = 3.76
diodes = 0

[synth]
async_reset_ff_share_pct = 0
syn_area_um2 = 2680
ys_area_um2 = 2680
edf_count = 0
flop_cell = dlxtn_1
yosysWarningCount = 1
ys_cells = 284
synthCells = 284
syn_area_per_cell_um2 = 9.43
synth_cell_types = 37
ys.flops = 71

[die]
die-area_um2 = 20400
ios = 234
core-area_um2 = 14700
fp.dieH_um = 143
die_x_um = 143
fp_util_pct = 18.2
rows = 44

[placement]
placed_cells = 649
gp_congestion = 0.839
pre_cts_ws_ns = -0.698
port_buffers = 183
place_area_um2 = 4560
dp_hpwl_um = 8430

[grt]
grtUsageTotal_pct = 8.35
grt_pass1_wl_um = 13800
grt_max_degree = 50
overflow = 0
grt_pass1_vias = 2520
antenna_found_initial = 0

[min_path]
hp-class = input pin to flop
## Yosys cell counts, types with 4 or more instances
cell	number	area (um^2)
dlxtn_1	70	1050
buf_4	58	435
inv_1	6	22.5
nor3_1	8	40.0
nor2_1	13	48.8
a21oi_1	4	20.0
xnor2_1	13	114
xor2_1	14	123
nand2_1	16	60.1
nand3_1	8	40.0
o21ai_0	4	20.0
mux2_2	27	304
ha_1	4	50.1
## power by group through the flow
stage	Combinational [mW]	Sequential (mW)	Clock, mW
CTS	0.857	0.235	0
global route	0.928	0.239	0
finish	0.841	0.234	0
## final cells by class
type	count	area, um^2	area share (%)
inverters	6	22.5	0.492
multi-input cells	194	1330	29.1
flip-flops and latches	71	1070	23.4
well taps	184	230	5.03
repair buffers	197	1920	42.0
## worst max-delay path, cell delays in order
cell      delay, ns
clkbuf_2       0.11
nor4_4         0.27
nand3_1        0.09
clkbuf_2       0.11
## stage by stage
step / power [mW] / utilization [%]
after floorplan: 0.570 / -
after global placement: 1.09 / 31.0
after detailed placement: 1.09 / 31.0
after CTS: 1.09 / 31.0
after global routing: 1.17 / 31.1
final: 1.08 / 31.1
## path summary, 6_finish.rpt
path                  startpoint          end  slack [ns]  depth (start not counted)
worst max-delay path    bad_inst       Except        0.02                          4
worst min-delay path   pc_change  have_branch        0.65                          1
## state kept, by name (all words and copies together), names as in the netlist
signal / flops
badAddress: 32
badpc: 32
cause: 5
have_branch: 1
state: 1
## cells by family (layout without fill, tap and decap cells)
logic type / Yosys count / after routing / synth area share [%]
and+or+nand+nor: 71 / 71 / 15.6
latches: 70 / 70 / 39.2
adders and majority gates: 4 / 4 / 1.87
muxes: 30 / 30 / 12.6
AOI/OAI and AO/OA: 11 / 11 / 2.57
other: 2 / 50 / 0.280
xor gates and xnor gates: 28 / 28 / 9.44
buffers and inverters: 67 / 203 / 17.7
DFF: 1 / 1 / 0.748
## repair_timing
action / 4_1_cts / 5_1_grt
resized: 8 / 18
buffers inserted: 1 / 2
pin swaps: 3 / 3
endpoints found under the setup margin: 1 / 1
## per-layer routing
| layer | GRT usage (%) | part of all wire (%) |
|---|---|---|
| met1 | 10.5 | 41 |
| met2 | 14.0 | 44 |
| met3 | 3.47 | 14 |
| met4 | 0 | 0 |
| met5 | 0 | 0 |
Power is estimated from default activity; no workload was simulated.
