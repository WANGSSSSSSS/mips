==> design.v <==
module EXE(input clk, input write, input rst, input flush,input addresserror,
  input [31:0]  pc,
  input [4:0] aluop,
  input [4:0] shamt,
  input [31:0] immS,
  input [31:0] immU,
  input [31:0] busA,
  input [31:0] busB,
  input [31:0] cp0_bus,
  input [25:0] index,
  input aluAselect,
  input [1:0] aluBselect,
  input pc8,
  input [1:0] jump_inst,
  input [1:0] bc_inst,
  input bad_inst,
  input epc_inst,
  input reg_wen,
  input [4:0]reg_num,
  input cp0_wen,
  input [4:0] cp0_num,
  input [2:0] cp0_sel,
  input [3:0] memReadEn,
  input [3:0] memWriteEn,
  input mem_to_reg,
  input pc_change,
  output reg[31:0] pc_out,
  output reg [1:0]pc_select,
  output [31:0]pc_branch,
  output [31:0] pc_jump,
  output stall_out,
output reg reg_wen_out,
output reg[4:0] reg_num_out,
output reg cp0_wen_out,
output reg[4:0] cp0_num_out,
output reg [2:0] cp0_sel_out,
  output reg [31:0] busB_out,
  output [31:0] exe_data,
  output reg [31:0] exe_data_out,
  output reg [3:0] memReadEn_out,
  output reg [3:0] memWriteEn_out,
  output reg mem_to_reg_out,
  output reg overflow_out,
  output reg Int_out,
  output reg bad_inst_out,
  output reg [1:0] bc_inst_out,
  output [31:0] data_address,
  output reg pc_change_out,
  output be_nop_out
  );
  reg disable_block;
  reg hazad_after_load;
  reg be_nop;
  assign be_nop_out = be_nop;
wire [31:0]aluA,aluB, alu_out, alu_value;
wire branch,overflow,stall, Int;
select2 select_aluA(aluAselect, busA, cp0_bus, aluA);
select4 select_aluB(aluBselect, busB, immS, immU, {immU[15:0], 16'h0000}, aluB);
assign stall_out =  (stall | {hazad_after_load,(memReadEn& {4{!be_nop}} != 2'b00)} == 2'b01) & !flush;
assign alu_value = pc8 ? pc +8 : alu_out;
assign exe_data = alu_value;
assign pc_jump = jump_inst[0] ?  {pc[31:28], index ,2'b00} : busA;
assign pc_branch = pc + {immS[29:0], 2'b00} + 4;
assign data_address = alu_out & {32{memReadEn != 4'b0000}};    
always@(*) begin
case({jump_inst[1],branch,epc_inst})
3'b100 : pc_select = 2'b10;
3'b110:  pc_select = 2'b10;
3'b111:  pc_select = 2'b11;
3'b011 : pc_select = 2'b01;
3'b010 : pc_select = 2'b01;
3'b001 : pc_select = 2'b11;
default : pc_select = 2'b00;
endcase
end
ALU2  alu(aluop&{5{!disable_block & !addresserror & !bad_inst}},aluA,aluB,clk,shamt,alu_out,branch,overflow,stall);
assign Int = (pc_branch == pc)&branch | (pc_jump == pc)&jump_inst[1];
always @ ( posedge clk) begin
if(write) begin
busB_out <= busB;
exe_data_out <= alu_value;
memReadEn_out <= memReadEn& {4{!be_nop & !flush}};
memWriteEn_out <= memWriteEn & {4{!flush & !overflow & !be_nop}};
overflow_out <= overflow;
Int_out <= Int;
bad_inst_out <=  bad_inst;
bc_inst_out <=  bc_inst;
reg_wen_out <=  reg_wen & !flush & !overflow & !be_nop;
reg_num_out <= reg_num & {5{!be_nop}};
cp0_wen_out <=  cp0_wen & !flush & !overflow & !be_nop;
cp0_sel_out <= cp0_sel;
cp0_num_out <=  cp0_num;
pc_out <= pc&{32{!be_nop}};
mem_to_reg_out <= mem_to_reg& !be_nop;
pc_change_out <=  pc_change& !be_nop;
hazad_after_load <= (memReadEn& {4{!be_nop}} != 4'b0000);
be_nop <= {hazad_after_load,(memReadEn& {4{!be_nop}} != 4'b0000)} == 2'b01;
disable_block <= (Int |  bad_inst | bc_inst[1] | overflow| addresserror ) | disable_block& !flush;
end
if(!rst | stall ) begin
busB_out <= 0;
exe_data_out <= 0;
memReadEn_out <= 0;
memWriteEn_out <=0;
overflow_out <= 0;
Int_out <= 0;
bad_inst_out <=  0;
bc_inst_out <=  0;
pc_out <= 0;
mem_to_reg_out <= 0;
pc_change_out <=  pc_change;
be_nop <= 0;
disable_block <= 0;
end
end
endmodule  
module  ALU2(aluop,aluA,aluB,CLK,shamt,aluOUT,branch,overflow,stall);
input [4:0]aluop,shamt;
input signed [31:0] aluA,aluB;
input CLK;
output reg [31:0] aluOUT;
output reg branch,overflow;
output stall;
wire[31:0] hiOut,  loOut;
wire finish;
reg  start;
assign stall = start;
wire [31:0] negaluB;
assign negaluB = ~aluB +1;
initial begin
  branch = 1'b0;
  overflow = 1'b0;
  start = 1'b0;
end
reg _no;
mutiCycle  muticycle(CLK, start, aluop ,aluA, aluB, hiOut, loOut, finish);
always@(*)
begin
case(aluop)
5'b10000 : begin aluOUT = aluA+aluB;  overflow = (aluA[31]&aluB[31]&!aluOUT[31])|(!aluA[31]&!aluB[31]&aluOUT[31]);                             branch=0;  end
5'b10001 : begin {_no,aluOUT[31:0]} = {1'b0,aluA[31:0]}+{1'b0,aluB[31:0]}; branch=0;  overflow = 1'b0; end
5'b10010 : begin aluOUT = aluA+negaluB;   overflow = (aluA[31]&negaluB[31]&!aluOUT[31])|(!aluA[31]&!negaluB[31]&aluOUT[31]);                             branch=0;  end
5'b10011 : begin {_no,aluOUT} = {1'b0,aluA[31:0]} - {1'b0,aluB[31:0]};  overflow = 1'b0;  branch=0; end
5'b10100 : begin aluOUT = aluA&aluB;         overflow = 1'b0;                      branch=0;  end
5'b10101 : begin aluOUT = aluA|aluB;           overflow = 1'b0;                        branch=0; end
5'b10110 : begin aluOUT = aluA^aluB;            overflow = 1'b0;                       branch=0;  end
5'b10111 : begin aluOUT = ~(aluA|aluB);         overflow = 1'b0;                       branch=0; end
5'b11010 : begin aluOUT = aluA < aluB;          overflow = 1'b0;                       branch=0;  end
5'b11011 : begin aluOUT = {1'b0,aluA[31:0]} < {1'b0, aluB[31:0]};   overflow = 1'b0;         branch=0; end
5'b11100 : begin aluOUT = aluB << (aluA[4:0] | shamt);      overflow = 1'b0;           branch=0; end
5'b11110 : begin aluOUT = aluB >> (aluA[4:0] | shamt);			 overflow = 1'b0;       branch=0; end
5'b11111 : begin aluOUT = aluB >>> (aluA[4:0] | shamt);			 overflow = 1'b0;       branch=0; end
5'b00001 : begin  aluOUT = aluA;                    overflow = 1'b0;                                  branch = (aluA == aluB); end
5'b00010 : begin  aluOUT = aluA;                    overflow = 1'b0;                                  branch = (aluA != aluB); end
5'b00011 : begin  aluOUT = aluA;                     overflow = 1'b0;                                branch = (aluA >= 0); end
5'b00100 : begin  aluOUT = aluA;                       overflow = 1'b0;                               branch = (aluA >  0); end
5'b00101 : begin  aluOUT = aluA;                         overflow = 1'b0;                             branch = (aluA <= 0);  end
5'b00110 : begin  aluOUT = aluA;                          overflow = 1'b0;                           branch = (aluA <  0);   end
5'b01100 :  begin aluOUT = aluA;   start = !finish; branch=0;  end  
5'b01101 :  begin aluOUT = aluA;   start = !finish; branch=0;end
5'b01110 : begin aluOUT = aluA;    start = !finish; branch=0;end
5'b01111 : begin aluOUT = aluA;    start = !finish;  branch=0;end    
5'b01000 : begin aluOUT = hiOut;  start = 1'b0;         overflow = 1'b0;                               branch=0; end
5'b01010 : begin aluOUT = loOut;  start = 1'b0;            overflow = 1'b0;                           branch=0; end
5'b01001 : begin         overflow = 1'b0;                               branch=0; end
5'b01011 : begin         overflow = 1'b0;                             branch=0; end
5'b00000 : begin aluOUT = aluA;   start = 1'b0;            overflow = 1'b0;                          branch=0;end
5'b00111 : begin aluOUT = aluB;    start = 1'b0;            overflow = 1'b0;                         branch=0; end
default : begin aluOUT = hiOut;  start = 1'b0;         overflow = 1'b0;                               branch=0; end
endcase
end
endmodule
module mutiCycle(clk, start, op ,inputA, inputB, hiOut, loOut, stall);
input clk,start;
input [4:0] op;
input [31:0] inputA,inputB;
reg[31:0] hi,lo;
reg[1:0] state;
reg[5:0] cycle;
output [31:0] hiOut, loOut;
output reg stall;
reg flag;
wire [31:0] hi_sub_inputB;
wire [31:0] hi_sub_inputBS;
assign hi_sub_inputB = ({hi[30:0],lo[31]} - inputB);
wire [31:0]true_inputB;
assign true_inputB = inputB[31] ? ~inputB+1:inputB;
wire [31:0]true_inputA;
assign true_inputA = inputA[31] ? ~inputA+1:inputA;
assign hi_sub_inputBS = {hi[30:0],lo[31]} - true_inputB;
assign hiOut = hi;
assign loOut = lo;
initial begin
state = 2'b00;
stall = 1'b0;
end
always@(posedge clk) begin
case(state)
2'b00 : begin
		if(start) begin
		case(op)
		5'b01100 : begin  hi<=32'b0;	lo<=inputB;	cycle<=6'b0;	state <= 2'b01; stall <= 1'b0; flag<= 1'b0; end
		5'b01101: begin  hi<=32'b0;	lo<=inputB; cycle<=6'b0;    state <= 2'b01; stall <= 1'b0; end
		5'b01110  : begin  lo<=true_inputA; hi<=32'b0; cycle<=6'b0;     state <= 2'b01; stall <= 1'b0; end
		5'b01111 : begin  lo<=inputA; hi<=32'b0; cycle<=6'b0;     state <= 2'b01; stall <= 1'b0; end
		default : stall <= 1'b0;
		endcase
		end
		else begin
		case(op)
		5'b01001 : begin hi <= inputA; end
		5'b01011: begin lo <= inputA;  end
		endcase
		end
    stall <= 1'b0;
		end
2'b01 : begin
		case(op)
		5'b01100 : begin cycle<= cycle +1; state <= state + (cycle == 6'b011111); stall <=1'b0;
				case({lo[0],flag})
				2'b00 : begin {hi,lo,flag} <= $signed({hi,lo,flag})>>>1;  end
				2'b01 : begin {hi,lo,flag} <= $signed({hi+inputA,lo, flag})>>>1;  end
				2'b10 : begin {hi,lo,flag} <= $signed({hi-inputA,lo, flag})>>>1;  end
				2'b11 :	begin {hi,lo,flag} <= $signed({hi,lo, flag})>>>1; end
				endcase
		end
		5'b01101: begin cycle<= cycle +1; {hi,lo} <= {{1'b0,hi}+ {1'b0,inputA&{32{lo[0]}}} ,lo[31:1]}; state <= state + (cycle == 6'b011111); stall <=1'b0; end
		5'b01110 : begin cycle<= cycle +1; state <= state + (cycle == 6'b011111);   stall <=1'b0;
					{hi,lo} <= {hi[30:0], lo[31]} < true_inputB ?  {hi[30:0],lo,1'b0}:{hi_sub_inputBS,lo[30:0],1'b1} ;
				end
		5'b01111 : begin cycle<= cycle +1; state <= state + (cycle == 6'b011111);stall <=1'b0;
					{hi,lo} <= {hi[30:0], lo[31]} < inputB ?  {hi[30:0],lo,1'b0}:{hi_sub_inputB,lo[30:0],1'b1} ;
				end
		endcase
		end
2'b10 : begin
		case(op)
		5'b01100 : begin stall <= 1'b1; end
		5'b01101: begin stall <= 1'b1; end
		5'b01111 : begin stall <= 1'b1; end
		5'b01110 : begin stall <= 1'b1; lo <= inputA[31]^inputB[31] ? ~lo+1:lo; hi <= inputA[31] ? ~hi+1 : hi; end
		endcase
		state <= 2'b00;
		end
endcase
end
endmodule
module select4(select,inputA,inputB,inputC,inputD,out);
input [1:0] select;
input [31:0] inputA,inputB,inputC,inputD;
output reg[31:0] out;
always@(*)
case(select)
2'b00 : out <= inputA;
2'b01 : out <= inputB;
2'b10 : out <= inputC;
2'b11 : out <= inputD;
endcase
endmodule
module select2(select,inputA,inputB,out);
input select;
input [31:0]inputA,inputB;
output reg[31:0] out;
always@(*)
case(select)
1'b0 : out<= inputA;
1'b1 : out<= inputB;
endcase
endmodule
module select4_5(select,inputA,inputB,inputC,inputD,out);
input [1:0] select;
input [4:0] inputA,inputB,inputC,inputD;
output reg[4:0] out;
always@(*)
case(select)
2'b00 : out <= inputA;
2'b01 : out <= inputB;
2'b10 : out <= inputC;
2'b11 : out <= inputD;
endcase
endmodule
==> run.sh <==
#!/bin/bash
# OpenROAD 26Q1-2900-gdf79404cd8, Yosys 0.63+post, stock flow scripts
make -C /OpenROAD-flow-scripts/flow DESIGN_CONFIG=/design/flow/config.mk WORK_HOME=/design/flow/orfs finish
==> config.mk <==
export PLATFORM = sky130hd
export DESIGN_NAME = EXE
export DESIGN_NICKNAME = EXE
export VERILOG_FILES = /design/flow/design.v
export SDC_FILE = /design/flow/constraint.sdc
export NUM_CORES = 4
export LEC_CHECK = 1
export CORE_UTILIZATION = 50
==> constraint.sdc <==
current_design EXE

set clk_period 16.7
set clk_io_pct 0.2

create_clock -name clk0 -period $clk_period [get_ports {clk}]

set non_clock_inputs [all_inputs -no_clocks]
set_input_delay [expr $clk_period * $clk_io_pct] -clock clk0 $non_clock_inputs
set_output_delay [expr $clk_period * $clk_io_pct] -clock clk0 [all_outputs]
==> CHANGELOG.md <==
### Metrics

- Site row count: 101
- DP Cell Count: 6690
- Failing step: global routing
- Max-area cell share: 0.116
- Flip-flops with a built-in enable: 91
- GRT Overall Usage: 0.630
- Syn Area/Cell: 7.23 sq um
- First-pass GRT wire length: 343000 um
- I/O Pins: 526
- Number of global-route vias before repair: 48000
- Adder share: 0.121
- Ys cells: 5326
- Top comb family, area: AND-OR/OR-AND gates
- Mux share: 0.0715
- Die W: 279 um
- Clock buffer count from CTS: 27
- Post-CTS Hold Fix Bufs: 0
- Setup bufs post-CTS: 0
- Cell count after synthesis: 5326
- Synthesis Warnings: 5
- Endpoints left unconstrained: 34
- FFs w/ async S/R, synth: 0
- Status: stopped before the end
- Port bufs: 525
- H-tree depth: 1
- CTS Buffer Depth: 3
- And+or+nand+nor area frac: 0.213
- Post-synth area hogs: ha_1 12%, edfxtp_1 7.1%, a21oi_1 6.3%
- Area after DPL: 45000 sq um
- Cell Type Count: 109
- Post-CTS sizing: 0
- Yosys stat area: 38500 sq um
- Register pins left without a clock: 34
- GRT Residual Overflow: 19
- Largest net degree at the start of global routing: 82
- Cell taking the most area after synthesis: ha_1
- Floorplan utilization: 0.506
- Synth Cell Area: 38500 sq um
- Die height: 279 um
- Stop err: [ERROR GRT-0116] Global routing finished with congestion. Check the congestion regions in the DRC Viewer.
- Post-DP HPWL: 192000 um
- Post-synth regs: 237
- GP Congestion: 1.23
- And-or/or-and share of the synthesized area: 0.309
- Root Driver: clkbuf_16
- XOR Share, Synth: 0.0839
- Synth Flop Type: dfxtp_1
## layer usage
metal	GRT overflow	GRT usage
met5	4	0.0625
met2	6	0.844
met4	7	0.605
met1	2	0.691
met3	0	0.348
## cells by family after synthesis
group	after synthesis
buffers and inverters	572
AOI/OAI and AO/OA	1773
muxes	240
adders and majority gates	366
latches	34
xor gates and xnor gates	367
and+or+nand+nor	1771
DFF	203
## stage by stage
stage	hold WS, ns	worst slack, ns
after floorplan	0.400	6.02
after global placement	0.462	4.63
after detailed placement	0.467	4.62
after CTS	0.483	4.57
## cell usage after synthesis (92+ instances only)
| library cell | number |
|---|---|
| o21ai_0 | 250 |
| xor2_1 | 112 |
| xnor2_1 | 254 |
| clkbuf_1 | 291 |
| a21oi_1 | 481 |
| nor3_1 | 128 |
| dfxtp_1 | 112 |
| mux2i_1 | 166 |
| ha_1 | 356 |
| nand2_1 | 460 |
| a21o_1 | 92 |
| inv_1 | 171 |
| nand3_1 | 116 |
| a221oi_1 | 111 |
| nor2_1 | 640 |
